==> ./run.sh <==
#!/bin/bash
# OpenROAD 26Q1-2900-gdf79404cd8, Yosys 0.63+post, stock flow scripts
make -C /OpenROAD-flow-scripts/flow DESIGN_CONFIG=/design/flow/config.mk WORK_HOME=/design/flow/orfs finish
==> ./config.mk <==
export PLATFORM = sky130hd
export DESIGN_NAME = PC
export DESIGN_NICKNAME = PC
export VERILOG_FILES = /design/flow/design.v
export SDC_FILE = /design/flow/constraint.sdc
export NUM_CORES = 4
export LEC_CHECK = 1
export CORE_AREA = 10 10 89 89
export DIE_AREA = 0 0 99 99
==> ./design.v <==
module PC(clock, PCload, INC, in, out);
	input clock, INC, PCload;
	input [15:0] in;
	output reg [15:0] out;
	always @(posedge clock)
	begin
		if(INC == 1)
			out = out + 1'b1;
		if(PCload == 1)
			out = in;
	end
endmodule
==> ./constraint.sdc <==
current_design PC

set clk_period 2.4
set clk_io_pct 0.2

create_clock -name clk0 -period $clk_period [get_ports {clock}]

set non_clock_inputs [all_inputs -no_clocks]
set_input_delay [expr $clk_period * $clk_io_pct] -clock clk0 $non_clock_inputs
set_output_delay [expr $clk_period * $clk_io_pct] -clock clk0 [all_outputs]
==> results.toml <==
# implementation run metrics
[synth]
synth_cell_types = 21
ys_sh_adder_pct = 1.29
syn-cell-area_sq_um = 971
top_area_cell = "edfxtp_1"
synthCells = 89
yosys-stat-area_sq_um = 971
synthAoiAreaFrac_pct = 6.70
synth_xor_xnor_area_share_pct = 12.6
ys_cells = 89
ys_ff = 16
avgSynthCellArea_sq_um = 10.9
top_area_share_pct = 49.5
synth_warnings = 1
logic_family = "simple AND/OR/NAND/NOR gates"
ys_sh_simple_pct = 23.7
muxShareOfSynthArea_pct = 3.48
synthTopCellsByArea = "edfxtp_1 (49%), xnor2_1 (8.1%), nor4_2 (6.4%)"
synth_seq_share_pct = 49.5

[run]
warnings = 25
cap_viol_max_count = 0

[global_routing]
grt_max_degree = 17
grt_pass1_wl_microns = 4290
groute.usage.overall_pct = 5.39
grt_pass1_vias = 796
grt_overflow = 0
antenna_found_initial = 0

[critical_path]
crit_path_top_delay_cell = "clkdlybuf4s50_1"
crit_path_max_fanout = 6
slowest_delay_ps = 540
r2r_cells = 4
crit_path_end_kind = "output pin"
cp-start-kind = "flip-flop"
cp.buffers_inverters = 1
required_ps = 1920
cp.depth = 1
cp_cell_sequence = "clkdlybuf4s50_1"
cp.arrival_ps = 1280
path_class = "reg -> out"
crit_family = "buffers and inverters"

[cts]
cts_inserted_buffers = 3
ctsResizeCount = 0
cts_tree = "built"
cts_setup_buffers = 0
htreeDepth = 1
holdBufCountCts = 0
insertion_delay_ps = 240
cts_sinks = 16
cts-root-buf = "clkbuf_8"
clkTransAtPathRegs_ps = 60
cts_max_path_buffers = 2

[placement]
gp_congestion = 0.781
port_buffers = 34
dp_slack_ps = 454
hpwlAfterDp_microns = 2080

[floorplan]
initCoreUtil_pct = 16.2
die_h_microns = 99
io_pins = 35
die-area_sq_um = 9800
rows = 28
die_w_microns = 99
core_area_sq_um = 5990

[min_path]
hold_depth = 2
hold_class = "reg -> reg"

[routing]
vias_per_cell = 3.78
wl_microns = 2540
firstDrtPassIters = 4
detail-route-antenna-nets = 0
antenna_cells = 0
wire_per_inst_microns = 12.6
vias = 759
drtIter0Drc = 51
route.detailed.drc = 0

[power_and_ir_drop]
ir_drop_mv = 0.265
powerDensity_nw_per_um2 = 530
p_leak_nw = 0.468

[final_layout]
mostFrequentLayoutCell = "clkdlybuf4s50_1"
drive_above_1_share_pct = 13.5
lay_top_cells = "clkdlybuf4s50_1 (34), nand2_1 (16), edfxtp_1 (16)"
num-fill-cells = 632
syn2layout_area_growth_pct = 49.0
largest_reg_flops = 16

[final_timing]
clock.fmax_mhz = 569
rsz0062_at_grt = "false"
setup_ws_ps = 642
drv_slew = 0
finalCritPeriodShare_pct = 73.3
tns_ps = 0
skew_ps = 3.03
fin_crit_ps = 1760
worst_pin_slew_ps = 390
setup_violations = 0
hold_viol_final = 0
slew_headroom_pct = 74.0

[status]
status = "completed"
## cell usage after synthesis
cell / number
edfxtp_1: 16
nand2_1: 16
xnor2_1: 9
o21ai_0: 7
o21ai_1: 6
nand3_1: 5
nor4_2: 5
xor2_1: 5
mux2_2: 3
nor3_1: 3
clkbuf_1: 2
inv_1: 2
nand4_1: 2
and3_1: 1
and3_2: 1
buf_6: 1
ha_1: 1
nand3_2: 1
nand4_4: 1
nor2_1: 1
or2_2: 1
## layer usage
| layer | wire (microns) | GRT usage [%] |
|---|---|---|
| met4 | 14 | 0.331 |
| met5 | 0 | 0 |
| met3 | 149 | 1.55 |
| met2 | 1180 | 8.52 |
| met1 | 1200 | 7.49 |
## kinds of logic after synthesis
logic type / after synthesis
mux: 3
simple gates: 37
xor+xnor: 14
buf+inv: 5
flops: 16
fa+ha+maj: 1
compound gates: 13
## stage by stage
step,utilization [%],std cells,hold slack (ps),power [W],instance area (sq um)
2_1_floorplan,-,89,613,0.000458,971
3_3_place_gp,23.4,197,672,0.000578,1400
3_5_place_dp,23.4,197,678,0.000578,1400
4_1_cts,24.1,201,694,0.000779,1450
5_1_grt,24.1,201,785,0.000816,1450
6_report,24.1,201,692,0.000767,1450
## worst reg2reg max path: stages (launching register included)
cell,delay [ps]
edfxtp_1,500
nand4_4,230
nor4_2,410
xor2_1,100
mux2_2,260
## power breakdown
part | switching [W] | total [W] | leakage [nW] | internal [W]
Clock | 0.0000873 | 0.000200 | 0.0231 | 0.000113
Combinational | 0.0000551 | 0.000168 | 0.278 | 0.000113
Sequential | 0.0000479 | 0.000398 | 0.166 | 0.000350
## area by class of cell
type                    instances  area [sq um]  share of cell area, %
flip-flops and latches         16           480                   33.2
clock inverters                 1          3.75                  0.260
well taps                      75          93.8                   6.49
multi-input cells              68           464                   32.1
clock buffers                   3          41.3                   2.85
inverters                       2          7.51                  0.519
repair buffers                 36           355                   24.6
## path summary, 6_finish.rpt
check                              from      end  slack, ps
worst max-delay path             out[7]   out[7]        640
worst min-delay path            out[14]  out[14]        690
worst max register to register   out[2]  out[15]        650
worst min register to register  out[14]  out[14]        690
Power and IR drop assume default switching activity.
